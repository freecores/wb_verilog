--- flow/config.mk ---
export PLATFORM = sky130hd
export DESIGN_NAME = WBOPRT08
export DESIGN_NICKNAME = WBOPRT08
export VERILOG_FILES = /design/flow/design.v
export SDC_FILE = /design/flow/constraint.sdc
export NUM_CORES = 4
export LEC_CHECK = 1
export CORE_AREA = 10 10 70 70
export DIE_AREA = 0 0 80 80
--- flow/constraint.sdc ---
current_design WBOPRT08

set clk_period 1.0
set clk_io_pct 0.2

create_clock -name clk0 -period $clk_period [get_ports {CLK_I}]

set non_clock_inputs [all_inputs -no_clocks]
set_input_delay [expr $clk_period * $clk_io_pct] -clock clk0 $non_clock_inputs
set_output_delay [expr $clk_period * $clk_io_pct] -clock clk0 [all_outputs]
--- flow/design.v ---
module WBOPRT08(ACK_O, CLK_I, DAT_I, DAT_O, RST_I, STB_I, WE_I, PRT_O);
   output               ACK_O;
   input 		CLK_I;
   input [7:0] 		DAT_I;
   output [7:0] 	DAT_O;
   input 		RST_I;
   input		STB_I;
   input		WE_I;
   output [7:0] 	PRT_O;
   wire 		ACK_O;
   wire [7:0] 		DAT_O;
   wire [7:0] 		PRT_O;
   reg [7:0] 		Q;
   assign 		ACK_O = STB_I;
   assign 		DAT_O = Q;
   assign 		PRT_O = Q;
   always @(posedge CLK_I)
     begin
	if (RST_I)
	  Q <= 8'b0000_0000;
	else if (STB_I & WE_I)
	  Q <= DAT_I;
     end
endmodule
--- flow/run.sh ---
#!/bin/bash
# OpenROAD 26Q1-2900-gdf79404cd8, Yosys 0.63+post, stock flow scripts
make -C /OpenROAD-flow-scripts/flow DESIGN_CONFIG=/design/flow/config.mk WORK_HOME=/design/flow/orfs finish
==> results.toml <==
# physical design summary
[finish]
fillers = 390
largestRegisters = "Q x8"
fin_area_sq_um = 727
top_register = "Q"
logic_area_sq_um = 160
seq_area_sq_um = 170
area_growth_syn_to_layout_pct = 67.4
largest_reg_flops = 8
drive_above_1_share_pct = 37.7

[clock_tree]
hold_buffers = 0
cts.clk_slew.worst_paths_ns = 0.05
cts_sinks = 8
clock-root-buffer = "clkbuf_4"
numCtsBuffers = 3
cts_buffer_depth = 2
cts_tree = "yes"
htreeDepth = 1
clk-insertion-delay-late_ns = 0.25

[critical_path]
start_kind = "flop"
required_ns = 0.80
worstPathMaxFanout = 2
worstSetupPathType = "flop to output pin"
end_kind = "output pin"
crit_arrival_ns = 0.77

[final_timing]
max_slew.worst_pin.slew_ns = 0.160
slew_headroom_pct = 89.3
fmax_mhz = 1030
finalSetupViolCount = 0
whs_ns = 0.400
finalCritPeriodShare_pct = 96.9
skew_ns = 0
maxSlewViolCount = 0
rsz0062_at_grt = "yes"
period_needed_ns = 0.969
hold_viol = 0

[detailed_routing]
wire_per_inst_microns = 11.0
first_pass_iters = 3
first_iter_violations = 11
drc = 0
vias_per_cell = 3.37
vias = 388
ant_nets = 0
antennaDiodeCount = 0
wl_mm = 1.26

[synthesis]
synthCells = 46
yosys_cells = 46
netlist_area_sq_um = 434
top_cell = "buf_4"
edf_count = 0
synth_top_area_share_pct = 36.9
ys_dominant_reg_cell = "dfxtp_1"
synth_warnings = 1
yosys-top-cells-area = "dfxtp_1, buf_4, a21bo_1"
synth.distinct_cells = 10
synth-area-yosys_sq_um = 434
top_cells_by_count = "buf_4, a21oi_1, dfxtp_1, nand3_1, a21bo_1"
synth_area_leader_cell = "dfxtp_1"
yosys.stat.seqShare_pct = 36.9
async_flop_share_pct = 0
avgSynthCellArea_sq_um = 9.44
ys_ff = 8

[global_routing]
grt_max_degree = 17
gr-usage-all-layers_pct = 3.69
antenna_found_initial = 0
grt_overflow = 0
grt_pass1_vias = 423
grt_pass1_wl_mm = 1.92

[placement]
place.gp.congestion = 0.692
dpl-instance-area_sq_um = 696
io_buffers = 28
detailed_place_hpwl_mm = 1.06

[floorplanning]
dieArea_sq_mm = 0.00640
rows = 21
core_region_area_sq_mm = 0.00342
initCoreUtil_pct = 12.7
die_h_microns = 80
io_pins = 29
dieWidth_microns = 80

[power_and_ir_drop]
p_per_area_mw_per_mm2 = 1010
ir_worst_vdd_mv = 0.250
power_leakage_nw = 0.297

[run]
warnings = 26
maxCapViolCount = 0

[outcome]
status = "finished clean"

[worst_hold_path]
hold_class = "input port to flop"
==> power breakdown <==
group | total, mW | internal, mW | switching (mW)
Combinational | 0.150 | 0.105 | 0.0451
Clock | 0.237 | 0.137 | 0.100
Sequential | 0.347 | 0.337 | 0.0102
==> metal layers <==
layer	wire length [microns]	share of wire [%]	vias to the layer above	GRT usage (%)
met1	490	39	178	3.87
met5	0	0	-	0
met3	160	13	2	1.93
li1	-	-	194	-
met4	9	0.71	0	0.880
met2	600	48	14	6.34
==> path summary, 6_finish.rpt <==
kind	from	endpoint	slack, ns	cells past startpoint
worst max-delay path	Q[2]	DAT_O[2]	0.03	2
worst min-delay path	WE_I	Q[1]	0.40	4
worst max register to register	Q[2]	Q[2]	0.20	3
worst min register to register	Q[5]	Q[5]	0.58	2
==> stage by stage <==
stage	setup WS (ns)	util (%)	TNS, ns	power (mW)	cells
after global routing	-0.00199	21.3	-0.00199	0.787	115
after floorplan	0.197	-	0	0.424	46
after global placement	-0.345	20.4	-2.13	0.512	111
after CTS	0.0101	21.5	0	0.755	115
final	0.0314	21.3	0	0.734	115
after detailed placement	-0.352	20.4	-2.37	0.516	111
==> cell usage in the layout (no fill, tap or decap), drive strengths merged <==
cell type and count:
a21bo 8, a21oi 8, buf 7, clkbuf 7, clkdlybuf4s15 12, clkdlybuf4s50 9, dfxtp 8, dlygate4sd2 1
dlymetal6s2s 1, nand3 8
==> cells by family after synthesis <==
logic type	Yosys count	share of synthesized area (%)
compound gates	16	27.7
buf+inv	14	26.2
flops	8	36.9
simple gates	8	9.22
==> area by class of cell <==
type                            count  share of cell area, %
Multi-Input combinational cell     24                   22.0
Clock buffer                        3                   3.10
Timing Repair Buffer               34                   43.5
Tap cell                           46                   7.92
Sequential cell                     8                   23.4
==> worst max-delay path: stages (launching register included) <==
cell	delay (ns)
dfxtp_2	0.32
buf_6	0.11
buf_6	0.10
==> timing repair <==
item / 4_1_cts / 5_1_grt
pin swaps: 0 / 0
gates resized: 46 / 7
buffers inserted: 1 / 0
endpoints found under the setup margin: 17 / 7
Power and IR drop assume default switching activity.
